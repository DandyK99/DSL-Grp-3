<file path="/design/flow/design.v">
`timescale 1ns / 1ps
module clock_tree(
    input CLK12MHZ,         
    input rstn,              
    output reg CLK500Hz,     
    output reg CLK1Hz,        
    output reg CLK25Hz
);
reg [13:0] CLK_CNTER_500Hz;
reg [7:0] CLK_CNTER_1Hz;
always@(posedge CLK12MHZ, negedge rstn) begin
    if(!rstn) begin
        CLK_CNTER_500Hz<=14'h0000;
        CLK500Hz <= 1'b0;
    end
    else begin
        if(CLK_CNTER_500Hz == 14'd12_000-1'b1) begin
            CLK500Hz <= ~ CLK500Hz;
            CLK_CNTER_500Hz <= 14'h0000;
        end
        else CLK_CNTER_500Hz <= CLK_CNTER_500Hz + 1'b1;
    end
end
always@(posedge CLK500Hz, negedge rstn)begin
    if(!rstn) begin
        CLK_CNTER_1Hz<=8'h00;
        CLK1Hz <= 1'b0;
    end
    else begin
        if(CLK_CNTER_1Hz == 8'd250-1'b1) begin
            CLK1Hz <= ~ CLK1Hz;
            CLK_CNTER_1Hz <= 8'h00;
        end
        else CLK_CNTER_1Hz <= CLK_CNTER_1Hz + 1'b1;
    end
end
endmodule
</file>
<file path="/design/flow/constraint.sdc">
current_design clock_tree

set clk_period 2.9
set clk_io_pct 0.2

create_clock -name clk0 -period $clk_period [get_ports {CLK12MHZ}]

set non_clock_inputs [all_inputs -no_clocks]
set_input_delay [expr $clk_period * $clk_io_pct] -clock clk0 $non_clock_inputs
set_output_delay [expr $clk_period * $clk_io_pct] -clock clk0 [all_outputs]
</file>
<file path="/design/flow/run.sh">
#!/bin/bash
# OpenROAD 26Q1-2900-gdf79404cd8, Yosys 0.63+post, stock flow scripts
make -C /OpenROAD-flow-scripts/flow DESIGN_CONFIG=/design/flow/config.mk WORK_HOME=/design/flow/orfs finish
</file>
<file path="/design/flow/config.mk">
export PLATFORM = sky130hd
export DESIGN_NAME = clock_tree
export DESIGN_NICKNAME = clock_tree
export VERILOG_FILES = /design/flow/design.v
export SDC_FILE = /design/flow/constraint.sdc
export NUM_CORES = 4
export LEC_CHECK = 1
export CORE_AREA = 10 10 87 87
export DIE_AREA = 0 0 97 97
</file>
==> run summary <==
Most instantiated logic cell after routing -> dfrtp_1
Switching share of total power -> 0.199
Antenna Nets Post-Route -> 0
Maxcap violations -> 0
DR vias -> 785
Endpoints left unconstrained -> 10
First-pass GRT wire length -> 3.61 mm
Via-to-Cell Ratio -> 4.22
Slew Limit Headroom -> 0.530
Register pins left without a clock -> 9
Ports -> 5
DRC -> 0
Worst path required time -> 2.32 ns
Startpoint types -> register
Largest net degree at the start of global routing -> 17
Setup Skew -> 0.00710 ns
Crit Path Category -> register to output port
VDD IR-drop max -> 0.000311 V
# Cells Yosys -> 109
Cell taking the most area after synthesis -> dfrtp_1
Cell family with the largest share of critical-path delay -> flip-flops
Initial antenna violation count -> 0
Tcrit/Tclk final -> 0.657
Clock-pin slew on the worst setup and hold paths -> 0.06 ns
GRT Total Usage -> 0.0424
Area fraction of the dominant cell type after synthesis -> 0.503
OpenROAD warnings -> 26
Gate Count Post-Synth -> 109
Post-Syn Area -> 1190 µm²
Critical Path Fanout Max -> 11
Clk buf depth -> 2
Slowest-stage cell, CP -> dfrtp_1
# fillers -> 593
Min Tclk post-route -> 1.91 ns
Share of cells above drive strength 1 -> 0.114
Critical path arrival -> 1.33 ns
CP max stage delay -> 0.55 ns
Final worst setup slack -> 0.994 ns
Initial drt markers -> 18
Yosys Chip Area -> 1190 µm²
Largest cells by area -> dfrtp_1, xor2_1, ha_1, a21oi_1, nor2_1
Number of global-route vias before repair -> 783
Late-Pin Clk Latency -> 0.25 ns
FP Util -> 0.212
Final hold vios -> 0
Syn Area/Cell -> 11.0 µm²
Unrepaired setup endpoints after global routing -> false
Core area -> 5640 µm²
Setup TNS Final -> 0 ns
Worst-path cell chain -> clkdlybuf4s50_1
# port buffers -> 3
Dominant flop cell -> dfrtp_1
Die H -> 97 µm
Comb power frac -> 0.023
First-pass DRT Iterations -> 4
Clock share of power -> 0.430
WL final -> 1.88 mm
Diodes inserted -> 0
Max Slew Vio Count -> 0
Wire per inst -> 10.1 µm
Post-CTS Setup Bufs -> 0
Achievable frequency -> 0.525 GHz
Distinct lib cells -> 37
Pwr Density -> 284 nW/µm²
Die X -> 97 µm
Die ar. -> 9410 µm²
Ys flops -> 24
Most frequent cells in the layout -> dfrtp_1, nor2_1, xor2_1, a21oi_1
Hold WC Path Type -> register to register
Gpl congestion -> 0.777
H-Tree Depth -> 1
Area growth syn-to-layout -> 12.9%
Post-DP HPWL -> 1.35 mm
PostCTS Resize Cnt -> 0
Final setup fails -> 0
NetSw -> 76.2 µW
Grt total ovfl -> 0
EDFF count, synth -> 0
Critical path capture point type -> output port
Site Rows -> 27
CP bufs+invs -> 1
Slew @ Worst Pin -> 0.703 ns
Root Driver -> clkbuf_8
Syn. warnings -> 2
Status -> completed
CTS Hold Buffers Added -> 0
Post-synth seq share -> 0.503
Tot Pwr -> 382 µW
Cell-internal power -> 306 µW
P_leak -> 0.000569 µW
Reg power frac -> 0.547
Dpl ws -> 1.14 ns
CTS buffer count -> 3
CTS tree -> yes
Ys async rst share -> 1.00
## per-layer routing
layer	vias to the layer above	wire, µm	global-route usage
li1	404	-	-
met1	365	998	0.0638
met2	16	783	0.0613
met3	0	93	0.0136
met4	0	0	0
met5	-	0	0
## per-stage QoR
| stage | instances | utilization | area [µm²] | hold WS (ns) |
|---|---|---|---|---|
| after floorplan | 109 | - | 1190 | 0.284 |
| after global placement | 182 | 0.231 | 1300 | 0.491 |
| after detailed placement | 182 | 0.231 | 1300 | 0.501 |
| after CTS | 186 | 0.239 | 1350 | 0.508 |
| after global routing | 186 | 0.239 | 1350 | 0.532 |
| final | 186 | 0.239 | 1350 | 0.503 |
## cell families (layout without fill, tap and decap cells)
family / count (synthesis) / in the layout / share of synthesized area
and+or+nand+nor: 45 / 45 / 0.255
DFF: 24 / 24 / 0.503
AOI/OAI and AO/OA: 20 / 20 / 0.108
xor gates and xnor gates: 10 / 10 / 0.0734
buffers and inverters: 6 / 11 / 0.0262
adders and majority gates: 3 / 3 / 0.0314
other: 1 / 1 / 0.00314
## cell type report
cell class                      count  area [µm²]  area share
Clock buffer                        3        41.3      0.0306
Inverter                            3        11.3     0.00836
Multi-Input combinational cell     79         562       0.417
Sequential cell                    24         601       0.446
Clock inverter                      1        5.00     0.00371
Timing Repair Buffer                4        37.5      0.0279
Tap cell                           72        90.1      0.0669
## cells in the mapped netlist, types with 2 or more instances
cell type	n
dfrtp_1	24
nor2_1	9
a21oi_1	7
xor2_1	7
nand2_1	6
nand3_1	6
o21ai_0	5
or3_1	5
ha_1	3
inv_1	3
o31ai_1	3
xnor2_1	3
buf_4	2
nor4_1	2
or4_1	2
## flip-flops by register name, indices dropped and copies added (netlist names)
signal and flops:
CLK500Hz 1, CLK1Hz 1, CLK_CNTER_500Hz 14, CLK_CNTER_1Hz 8
## power groups by stage
stage | clock (µW) | sequential (µW) | combinational [µW]
after CTS | 172 | 209 | 9.30
after global routing | 188 | 209 | 10.3
final | 164 | 209 | 8.69
## worst paths after layout
check / depth (start not counted) / from / slack [ns] / to
hold reg to reg: 1 / CLK_CNTER_500Hz[0]$_DFF_PN0_ / 0.50 / CLK_CNTER_500Hz[0]$_DFF_PN0_
setup / recovery: 1 / CLK500Hz$_DFFE_PN0N_ / 0.99 / CLK500Hz
hold / removal: 1 / CLK_CNTER_500Hz[0]$_DFF_PN0_ / 0.50 / CLK_CNTER_500Hz[0]$_DFF_PN0_
min in group asynchronous: 1 / rstn / 0.76 / CLK_CNTER_500Hz[12]$_DFF_PN0_
max in group asynchronous: 1 / rstn / 1.69 / CLK_CNTER_500Hz[0]$_DFF_PN0_
setup reg to reg: 4 / CLK_CNTER_500Hz[0]$_DFF_PN0_ / 1.17 / CLK_CNTER_500Hz[13]$_DFF_PN0_
No activity file was given, so power comes from the tool's default toggle rates.
