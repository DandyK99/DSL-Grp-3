[/design/flow/config.mk]
export PLATFORM = sky130hd
export DESIGN_NAME = Segment
export DESIGN_NICKNAME = Segment
export VERILOG_FILES = /design/flow/design.v
export SDC_FILE = /design/flow/constraint.sdc
export NUM_CORES = 4
export LEC_CHECK = 1
export CORE_AREA = 10 10 70 70
export DIE_AREA = 0 0 80 80
[/design/flow/constraint.sdc]
current_design Segment

set clk_period 3.7
set clk_io_pct 0.2

create_clock -name clk0 -period $clk_period [get_ports {clk500hz}]

set non_clock_inputs [all_inputs -no_clocks]
set_input_delay [expr $clk_period * $clk_io_pct] -clock clk0 $non_clock_inputs
set_output_delay [expr $clk_period * $clk_io_pct] -clock clk0 [all_outputs]
[/design/flow/design.v]
`timescale 1ns / 1ps
module Segment(
    input rstn,
    input clk500hz,
    input [15:0] bcd_num,
    output [3:0] an,
    output [7:0] segment
);
reg [7:0] segment_r;
reg [3:0] an_r;
assign segment = ~ segment_r;
reg [3:0] cur_num_r;         
assign an = ~an_r;
always @(negedge rstn,posedge clk500hz)begin
    if(!rstn)begin
        an_r <= 4'b0000;     
    end
    else begin
        case(an_r)                  
        4'b0001: an_r <= 4'b0010;    
        4'b0010: an_r <= 4'b0100;    
        4'b0100: an_r <= 4'b1000;    
        default: an_r <= 4'b0001;    
        endcase
    end
end
always @(an_r,bcd_num)begin
    case(an_r)
        4'b0001: cur_num_r <= bcd_num[3:0];
        4'b0010: cur_num_r <= bcd_num[7:4];
        4'b0100: cur_num_r <= bcd_num[11:8];
        4'b1000: cur_num_r <= bcd_num[15:12];
        default: cur_num_r <= 4'b0;
    endcase    
end
always @(cur_num_r) begin
    case(cur_num_r)
        4'h0:segment_r <= 8'hc0;     
        4'h1:segment_r <= 8'hf9;     
        4'h2:segment_r <= 8'ha4;     
        4'h3:segment_r <= 8'hb0;     
        4'h4:segment_r <= 8'h99;     
        4'h5:segment_r <= 8'h92;     
        4'h6:segment_r <= 8'h82;     
        4'h7:segment_r <= 8'hF8;     
        4'h8:segment_r <= 8'h80;     
        4'h9:segment_r <= 8'h90;     
        default: segment_r <= 8'hff;
    endcase
end
endmodule
[/design/flow/run.sh]
#!/bin/bash
# OpenROAD 26Q1-2900-gdf79404cd8, Yosys 0.63+post, stock flow scripts
make -C /OpenROAD-flow-scripts/flow DESIGN_CONFIG=/design/flow/config.mk WORK_HOME=/design/flow/orfs finish
==> impl_metrics.json <==
{
  "coreArea_mm2": 0.00342,
  "clock_sinks": 4,
  "tns_ns": 0,
  "ant_nets": 0,
  "crit_required_ns": 2.96,
  "die_w_um": 80,
  "synthMuxAreaShare_pct": 5.95,
  "ys_ff": 4,
  "chipArea_mm2": 0.00640,
  "synthArstFlopShare_pct": 100,
  "vias_per_cell": 4.08,
  "hpwl_um": 1340,
  "antenna_found_initial": 0,
  "hold_ws_ns": 0.640,
  "grt_overflow": 0,
  "vias": 563,
  "hold_class": "reg2reg",
  "flop_area_um2": 100,
  "p_seq_share_pct": 27.9,
  "cts_tree": "done",
  "grt_pass1_vias": 566,
  "mostFrequentLayoutCells": "clkdlybuf4s50_1, inv_1, ha_1, buf_4",
  "io_buffers": 28,
  "ys.warnings.count": 1,
  "synth-edff-count": 0,
  "p_leak_uw": 0.000392,
  "grt_setup_unrepaired": "no",
  "status": "completed",
  "maxCapViolCount": 0,
  "ys_cells": 61,
  "dp_slack_ns": 0.0429,
  "logic_area_um2": 369,
  "synth_seq_share_pct": 19.0,
  "synthFlopType": "dfrtp_1",
  "cts_buffers": 3,
  "start_kind": "primary input",
  "wl_um": 1710,
  "cts_root_buf": "clkbuf_4",
  "top_regs": "an_r: 4 flops",
  "synthAdderAreaFrac_pct": 14.3,
  "arrival_ns": 2.77,
  "ys_types": 29,
  "critical_path.max_fanout": 5,
  "largest_reg_flops": 4,
  "drc": 0,
  "drtIter0Drc": 21,
  "synthAoiAreaFrac_pct": 28.3,
  "min_period_over_period_pct": 94.8,
  "crit_type": "in2out",
  "internal-power_uw": 120,
  "insertion_delay_ns": 0.24,
  "final_common_cell": "clkdlybuf4s50_1",
  "fin_crit_ns": 3.51,
  "drt-pass1-iter-count": 4,
  "rows": 21,
  "cts.path.max_buffers": 2,
  "routedWlPerCell_um": 12.4,
  "htreeDepth": 1,
  "cts_hold_buf": 0,
  "fin_skew_ns": 0.00672,
  "fp_util_pct": 15.4,
  "vdd_ir_drop_max_mv": 0.0772,
  "clockPowerShare_pct": 34.6,
  "areaGrowthSynthToFinish_pct": 71.0,
  "warning_count": 29,
  "max_flop_register": "an_r",
  "swShare_pct": 23.8,
  "postSynthAreaPerCell_um2": 8.61,
  "syn_inst": 61,
  "grt_first_pass_wirelength_um": 2660,
  "max_freq_mhz": 285,
  "worstSetupEndpointType": "primary output",
  "synthSimpleGateAreaFrac_pct": 17.6,
  "grt_start_max_net_pins": 11,
  "fin_util_pct": 26.3,
  "clk_pin_slew_ns": 0.04,
  "place_congestion": 0.838,
  "drive_gt1_share_pct": 14.1,
  "logic_family": "AND-OR/OR-AND gates",
  "slew_violations": 0,
  "grt_use_total_pct": 5.13,
  "ys_chip_area_um2": 526,
  "syn_area_um2": 526,
  "powerDensity_mw_per_mm2": 175,
  "setup_ws_ns": 0.192,
  "comb_power_share_pct": 37.5,
  "antenna_cells": 0,
  "fp.dieH_um": 80,
  "hold_viol_final": 0,
  "xor_share_pct": 3.33,
  "switching_power_uw": 37.5,
  "setup_viol": 0,
  "fillCellCount": 372,
  "ios": 30
}
through the flow:
step	cell area [um2]	cells	total power, uW
6_report	898	138	158
5_1_grt	898	138	172
4_1_cts	878	136	160
3_5_place_dp	856	133	102
3_3_place_gp	856	133	103
2_1_floorplan	526	61	65.8
synthesized netlist by cell type (2+ instances only):
| master | n | area, um2 |
|---|---|---|
| nand3_1 | 2 | 10.0 |
| ha_1 | 6 | 75.1 |
| dfrtp_1 | 4 | 100 |
| buf_2 | 3 | 15.0 |
| a222oi_1 | 2 | 20.0 |
| o21ai_1 | 3 | 15.0 |
| o22ai_1 | 3 | 18.8 |
| a22oi_1 | 4 | 30.0 |
| a22o_1 | 2 | 17.5 |
| inv_1 | 7 | 26.3 |
| mux2i_1 | 2 | 20.0 |
| buf_4 | 2 | 15.0 |
| nand2_1 | 3 | 11.3 |
| nor2_1 | 3 | 11.3 |
power groups by stage:
stage	sequential, uW	combinational, uW	clock [uW]
finish	44.0	59.1	54.5
global route	43.9	67.1	60.7
CTS	44.0	59.2	56.7
metal layers:
| layer | wire length (um) | up-vias | track usage, % |
|---|---|---|---|
| li1 | - | 284 | - |
| met1 | 924 | 244 | 7.15 |
| met2 | 477 | 35 | 5.86 |
| met4 | 0 | 0 | 0.176 |
| met3 | 311 | 0 | 4.55 |
| met5 | 0 | - | 0 |
cells by family (layout without fill, tap and decap cells):
kind of cell	count (synthesis)	after routing
other	1	1
AND/OR/NAND/NOR	13	13
flip-flops	4	4
adder cells (fa/ha/maj)	6	6
buffers and inverters	12	43
XOR/XNOR	2	2
AND-OR/OR-AND	20	20
multiplexers	3	3
worst max-delay path, stage by stage:
cell and delay, ns:
clkdlybuf4s50_1 0.40, a22o_1 0.21, a222oi_1 0.25, buf_4 0.17, buf_4 0.13, ha_1 0.16, mux2i_1 0.07, o22ai_1 0.14
clkdlybuf4s50_1 0.49
layout make-up:
type / count / share of cell area, %
multi-input cells: 45 / 41.1
repair buffers: 33 / 35.9
flip-flops and latches: 4 / 11.1
well taps: 46 / 6.41
inverters: 7 / 2.92
clock buffers: 3 / 2.51
path summary, 6_finish.rpt:
path	from	end	slack (ns)	cells past startpoint
min in group asynchronous	rstn	an_r[1]$_DFF_PN0_	0.70	1
max in group asynchronous	rstn	an_r[0]$_DFF_PN0_	2.84	1
hold / removal	an_r[3]$_DFF_PN0_	an_r[2]$_DFF_PN0_	0.64	1
hold reg to reg	an_r[3]$_DFF_PN0_	an_r[2]$_DFF_PN0_	0.64	1
setup / recovery	bcd_num[8]	segment[5]	0.19	9
setup reg to reg	an_r[1]$_DFF_PN0_	an_r[1]$_DFF_PN0_	2.53	1
what timing repair did:
| action | in CTS | in global routing |
|---|---|---|
| setup endpoints to repair | 0 | 5 |
| endpoints found under the hold margin | 0 | 0 |
| gates resized | 0 | 2 |
| buffers inserted | 0 | 2 |
Power and IR drop assume default switching activity.
